**flow/design.v**
```verilog
module State_read(
input reset,
input clk,
input pwm,
output[1:0] State
    );
    reg [9:0] Current_counter;
    reg [9:0] Next_counter;
      reg [9:0] Current_P;
      reg [9:0] Next_P;
    reg Current_state;
    reg  Next_state;
    parameter Wait_read = 1'b0;
    parameter Read = 1'b1;
	reg[10:0] Current_zero_dec;
     reg[10:0] Next_zero_dec;
      reg [1:0] State_R;
     always@(posedge clk or posedge reset)begin
        if(reset) begin
           Current_counter<= 10'd0;
            Current_P <= 10'd0;
            Current_state <= Wait_read;
            Current_zero_dec <= 0; 
          end
        else begin
            Current_P <= Next_P;
               Current_state <= Next_state;  
               Current_zero_dec <= Next_zero_dec ;
               Current_counter<= Next_counter; 
        end
        end
         always@ * begin
           Next_P =  Current_P;
           Next_state =  Current_state;  
           Next_zero_dec =  Current_zero_dec ;
           Next_counter =  Current_counter; 
         case(Current_state)
            Wait_read: begin
                Next_counter = 0; 
                if(pwm == 1) begin
                Next_state = Read;
                Next_counter = 1; 
			    Next_zero_dec = 0;
            end
            else if (Current_zero_dec == 1023) begin
                Next_zero_dec = 0;
                Next_state = Wait_read;
                Next_P = 0;
            end    
            else begin
                Next_state = Wait_read;
                Next_zero_dec = Current_zero_dec + 11'd1; 
            end    
        end
            Read: begin
                 if(pwm == 0) begin            
                 Next_state = Wait_read;
                 Next_P = Current_counter;
              end
                else if (Current_counter == 1023) begin
                Next_state = Wait_read;
                 Next_P = Current_counter;
                end
                 else begin
                 Next_state = Read;
                 Next_counter = Current_counter + 10'd1;
              end
           end      
        endcase
     end   
      always@ * begin     
            if(Current_P <= 307 ) begin
                State_R = 2'b00;
            end
            else if(Current_P <= 409 ) begin   
                State_R = 2'b01;
            end
            else if(Current_P <= 512 ) begin   
               State_R = 2'b10;
            end
            else begin         
                State_R = 2'b11; 
            end
        end
      assign State  = State_R;  
endmodule
```
**flow/run.sh**
```bash
#!/bin/bash
# OpenROAD 26Q1-2900-gdf79404cd8, Yosys 0.63+post, stock flow scripts
make -C /OpenROAD-flow-scripts/flow DESIGN_CONFIG=/design/flow/config.mk WORK_HOME=/design/flow/orfs finish
```
**flow/config.mk**
```make
export PLATFORM = sky130hd
export DESIGN_NAME = State_read
export DESIGN_NICKNAME = State_read
export VERILOG_FILES = /design/flow/design.v
export SDC_FILE = /design/flow/constraint.sdc
export NUM_CORES = 4
export LEC_CHECK = 1
export CORE_AREA = 10 10 105 105
export DIE_AREA = 0 0 115 115
```
**flow/constraint.sdc**
```tcl
current_design State_read

set clk_period 3.7
set clk_io_pct 0.2

create_clock -name clk0 -period $clk_period [get_ports {clk}]

set non_clock_inputs [all_inputs -no_clocks]
set_input_delay [expr $clk_period * $clk_io_pct] -clock clk0 $non_clock_inputs
set_output_delay [expr $clk_period * $clk_io_pct] -clock clk0 [all_outputs]
```
==> run notes <==
run results: clk sinks 32, GRT busiest layer met1, drc violations 0, total gr overflow 0, layout cells sized above 1 8.511%, critical path class register to output pin, First-pass DRT Iterations 4, fill count 964, DRT Wirelength 3374 um, Worst-Margin Slew 0.6731 ns, Critical Path RT 2.96 ns, Max Slew Vio Count 0, sequential area share after synthesis 46.96%, Synth Flop Type dfrtp_1, hold_buf cts 0, Worst path slowest cell clkdlybuf4s50_1, boundary pin count 5, RSZ-0062 raised after global routing false, clock buffer depth 2, Post-synth regs 32, most frequent logic cells in the routed design dfrtp_1, nand2_1, o21ai_0, inv_1, Die Width 115 um, Hold Crit Start Current_zero_dec[8]$_DFFE_PP0N_, largest net degree at the start of global routing 33, Late-Pin Clk Latency 0.29 ns, max-cap viol count 0, Hold Fails Final Rpt 0, Area after DPL 1861 um2, Async S/R FF share, synth 100.0%, utilization after layout 22.50%, hold crit path type register to register, CP max stage delay 0.44 ns, die area 13230 um2, Initial DRC Count 60, Commonest Layout Cell dfrtp_1, Final GP Congestion 0.8361, tool warnings 25, first-pass GRT wire length 5678 um, minimum clock period 2.614 ns, power per cell area 386.1 nW/um2, TritonCTS clock tree done, number of cell rows 34, final setup skew 0.006361 ns, Die H 115 um, DP HPWL 2314 um, arrival time worst endpoint 1.87 ns, Yosys Instances 180, Area Overhead vs Synth 15.63%, wire per inst 11.40 um, Global Route met3 Usage 1.160%, # setup viols final 0, Cell variety after synth 44, IO buf count 4, startpoint types register, Avg Inst Size Synth 9.474 um2, met1 GRT Util 7.932%, setup tns final 0 ns, Detail Route Antenna Nets 0, Chip Area, Yosys 1705 um2, initial antenna violation count 0, Worst R2R Start Current_state$_DFF_PP0_, final worst path period share 70.64%, gr usage total 5.047%, Mapped Area 1705 um2, H-tree Lvls 2, flip-flops with a built-in enable 0, clock transition at the registers of the reported paths 0.07 ns, Setup crit end kind output pin, fin area 1972 um2, vias in the first global route 1180, setup bufs post-CTS 0, crit path cell chain nor4_1 -> nand2_1 -> o41ai_1 -> o21ai_0 -> clkdlybuf4s50_1, DR vias 1271, diode count 0, Core Footprint 8763 um2, # resized after CTS 0, drt via density 4.294, Clock Tree Root clkbuf_8, leakage power 0.8262 nW, total CTS buffers 5, Mapped Cells 180, fp util 19.46%, Max VDD drop 0.3651 mV, FMAX 0.3826 GHz, status complete, no violations, worst setup path startpoint Current_P[8]$_DFFE_PP0P_, yosys warns 1, Max-slew headroom 54.99%, grt met2 use 7.095%, worst-path maximum fanout 3
## routing by layer
layer | vias up | wire length (um)
met5 | - | 0
met4 | 0 | 20
met3 | 4 | 132
met2 | 22 | 1365
met1 | 580 | 1855
li1 | 665 | -
## registers in the layout, summed over array words and instances (netlist names)
signal            flops
Current_zero_dec     11
Current_P            10
Current_counter      10
Current_state         1
## layout make-up
class	instances	area [um2]	share of cell area, %
multi-input cells	129	820.8	41.62
flip-flops and latches	32	800.8	40.61
well taps	108	135.1	6.853
clock buffers	5	68.82	3.490
repair buffers	6	55.05	2.792
inverters	13	48.80	2.475
clock inverters	3	42.54	2.157
## cells by family (layout without fill, tap and decap cells)
logic type                 count (synthesis)  count (layout)  share of synthesized area (%)
AOI/OAI and AO/OA                         49              49                          21.94
DFF                                       32              32                          46.96
xor gates and xnor gates                   3               3                          1.541
buffers and inverters                     19              27                          4.916
muxes                                      2               2                          1.174
adders and majority gates                  2               2                          1.467
and+or+nand+nor                           73              73                          22.01
## worst max-delay path, delay by kind of cell, from the launching register on
| kind | cells | cell delay, ns |
|---|---|---|
| compound gates | 2 | 0.37 |
| buf+inv | 1 | 0.44 |
| flops | 1 | 0.40 |
| simple gates | 2 | 0.38 |
## metrics by stage
stage	hold WS, ns	instances	total power, mW	setup WS (ns)
finish	0.5180	296	0.7613	1.086
global route	0.5539	296	0.7913	0.8184
CTS	0.5187	296	0.7712	1.077
detailed placement	0.5131	288	0.4363	1.171
global placement	0.5037	288	0.4352	1.188
floorplan	0.4720	180	0.4225	2.008
## path summary, 6_finish.rpt
kind / slack, ns / depth (start not counted) / to
min in group asynchronous: 0.84 / 3 / Current_P[2]$_DFFE_PP0P_
setup / recovery: 1.09 / 5 / State[0]
max in group asynchronous: 2.55 / 3 / Current_zero_dec[2]$_DFFE_PP0N_
hold / removal: 0.52 / 1 / Current_zero_dec[8]$_DFFE_PP0N_
hold reg to reg: 0.52 / 1 / Current_zero_dec[8]$_DFFE_PP0N_
setup reg to reg: 1.59 / 5 / Current_P[1]$_DFFE_PP0P_
## power by group
| group | total, mW | switching, mW | internal [mW] |
|---|---|---|---|
| logic | 0.0484 | 0.0287 | 0.0197 |
| registers | 0.380 | 0.0177 | 0.363 |
| clock network | 0.332 | 0.133 | 0.199 |
## synth_stat cells (3+ instances only)
master    count  area share (%)
o31ai_1      11             4.8
nand2_1      28             6.2
nand3_1       6             1.8
o211ai_1      3             1.3
nand4_1       3             1.1
and3_1        5             1.8
nor3_1        6             1.8
nor2_1       11             2.4
o21ai_0      14             4.1
dfrtp_1      32              47
nand2b_1      3             1.1
a21oi_1       3            0.88
clkbuf_1      3            0.66
inv_1        13             2.9
Power figures rest on the tool's default switching activity, not on a simulated workload.
