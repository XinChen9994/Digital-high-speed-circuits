===== flow/design.v =====
module Pendulum(
  input clk,
  input reset,
  input [9:0] Position,
  input[1:0] State,
  output Drive,
  output Load,
  output Drive_Led,
  output Load_Led
    );
    reg Drive_R;
    reg Load_R;
    reg Drive_Led_R;
    reg Load_Led_R;
    assign Drive = Drive_R;
    assign Load = Load_R;
    assign Drive_Led = Drive_Led_R;
    assign Load_Led = Load_Led_R;
    reg signed [10:0] Direction;
    reg[9:0] Last_P;
    localparam Braking =2'b00;
    localparam Short =2'b01;
    localparam Open = 2'b10;
    localparam Driving =  2'b11;
    always@(posedge clk or posedge reset ) begin
     if(reset) begin
      Last_P <= 0;
      end
      else if (Position!=Last_P) begin
      Direction <= Position - Last_P;
      Last_P <= Position;
      end
    end
    always@* begin
        case(State)
            Braking:begin   
                if (Position >= 512 && Position <= 612 && Direction[10]) begin    
                    Drive_R = 0;
                    Load_R = 0;
                    Drive_Led_R = 1;
                    Load_Led_R = 0; 
                end    
                else begin   
                    Drive_R = 1;
                    Load_R = 0;
                    Drive_Led_R = 0;
                    Load_Led_R = 0;  
                end          
             end
            Short:begin  
                Drive_R = 0;
                Load_R = 1;
                Drive_Led_R = 0;
                Load_Led_R = 1;
            end   
            Open:begin    
                Drive_R = 0; 
                Load_R = 0;
                Drive_Led_R = 0;
                Load_Led_R = 0;
            end
            Driving:begin
               if (Position < 512 && Position >= 412 && Direction[10]) begin    
                       Drive_R = 0;
                       Load_R = 0;
                       Drive_Led_R = 1;
                       Load_Led_R = 0; 
                end
                else begin   
                     Drive_R = 1;
                     Load_R = 0;
                     Drive_Led_R = 0;
                     Load_Led_R = 0;  
                 end   
            end  
            endcase
     end          
endmodule

===== flow/run.sh =====
#!/bin/bash
# OpenROAD 26Q1-2900-gdf79404cd8, Yosys 0.63+post, stock flow scripts
make -C /OpenROAD-flow-scripts/flow DESIGN_CONFIG=/design/flow/config.mk WORK_HOME=/design/flow/orfs finish

===== flow/config.mk =====
export PLATFORM = sky130hd
export DESIGN_NAME = Pendulum
export DESIGN_NICKNAME = Pendulum
export VERILOG_FILES = /design/flow/design.v
export SDC_FILE = /design/flow/constraint.sdc
export NUM_CORES = 4
export LEC_CHECK = 1
export CORE_AREA = 10 10 73 73
export DIE_AREA = 0 0 83 83

===== flow/constraint.sdc =====
current_design Pendulum

set clk_period 2.4
set clk_io_pct 0.2

create_clock -name clk0 -period $clk_period [get_ports {clk}]

set non_clock_inputs [all_inputs -no_clocks]
set_input_delay [expr $clk_period * $clk_io_pct] -clock clk0 $non_clock_inputs
set_output_delay [expr $clk_period * $clk_io_pct] -clock clk0 [all_outputs]

==> deck_impl_summary.md <==
Physical Implementation Snapshot

Final timing
  – Fin Clk Skew: 0.599 ps
  – Final Max Slew Viols: 0
  – Minimum clock period: 2300 ps
  – Number of setup violations in the final report: 0
  – Final hold vios: 0
  – Maximum clock rate: 0.434 GHz
  – Unrepaired setup endpoints after global routing: false
  – Setup total negative slack: 0 ps
  – Final period utilization: 0.960
  – Slew @ Worst Pin: 422 ps
  – Worst rel slew slack: 0.718

Die
  – Die Span Y: 83 um
  – # IOs: 18
  – Die Area: 0.00689 mm2
  – Rows: 22
  – Fp_density: 0.211
  – Core area: 0.00374 mm2
  – Die width: 83 um

Layout
  – Fillcell total: 404
  – Share of post-route cells with drive strength above 1: 0.257
  – Final Cell Area: 0.00114 mm2
  – Area added between synthesis and finish: 43.7%
  – Register area: 280 um2
  – Comb. cell area: 462 um2
  – Final core occ: 0.303

Logic synthesis
  – Seq share, synth: 0.354
  – Post-synth design cell area: 791 um2
  – EDFF count, synth: 1
  – Ys cells: 75
  – Area reported by Yosys stat: 791 um2
  – FFs w/ async S/R, synth: 0.909
  – Primary FF master, synth: dfrtp_1
  – Area leader share: 0.316
  – Count of cell types in the netlist: 25
  – Post-Syn Instances: 75
  – Yosys warning tally: 1
  – Registers, synthesis: 11
  – Largest cells by area after synthesis: dfrtp_1 32%, ha_1 16%, mux2_4 13%
  – Cell type with the largest total area: dfrtp_1
  – Avg Inst Size Synth: 10.5 um2

Detailed routing
  – Initial DRC count: 63
  – Drt pass-1 iters: 2
  – Wire length per cell: 11.3 um
  – Antenna-violating nets left: 0
  – Number of remaining DRC errors: 0
  – # diodes: 0
  – Drt via density: 4.09
  – Via Count: 626
  – Routed Wire Length: 1730 um

Critical path
  – CP Launch Type: input pin
  – Slowest CP cell: clkdlybuf4s50_1
  – WP buf/inv: 3
  – Delay-heaviest family, CP: buffers and inverters
  – Worst Path Class, Setup: in -> out
  – Critical Path RT: 1920 ps
  – Largest stage delay on the critical path: 450 ps
  – Critical Path Sink Type: output pin
  – Cell mode on critical path: clkdlybuf4s50_1
  – Worst-path cell chain: clkdlybuf4s50_1, nor3_2, nand3_1, buf_4, o2bb2ai_1, clkdlybuf4s50_1
  – Max Fanout on Critical Path: 3
  – Critical path data arrival time: 1820 ps

Clock tree
  – Worst-case clock buffer depth: 2
  – Clock root cell: clkbuf_8
  – CTS Buf Count: 3
  – Clock-pin slew on the worst setup and hold paths: 50 ps
  – Latency at later pin: 240 ps
  – TritonCTS clock tree: built
  – Post-CTS Hold Buffers: 0
  – Sink Count: 11
  – Depth of the CTS H-tree: 1

Global route
  – First-pass GRT wire length: 3080 um
  – Total grt overflow: 0
  – Largest net degree at the start of global routing: 11
  – GRT Util Overall: 0.0522
  – Antenna violations before repair: 0
  – Vias in the first global route: 659

Flow run
  – Tally of OpenROAD warnings: 25
  – Max-Cap Viols: 0

Pwr
  – Share of total power in the clock network: 0.382
  – Peak VDD IR: 0.000226 V
  – Pwr per Cell Area: 440 mW/mm2
  – Flop pwr share: 0.409
  – Comb power frac: 0.209
  – Tot Pwr: 0.000500 W
  – Switching Power: 0.000125 W
  – Leak Pwr: 0.554 nW
  – Net switching fraction of the power: 0.251
  – Internal power: 0.000375 W

Status
  – Status: completed

Place
  – Final HPWL DP: 1400 um
  – Post-Place Cell Area: 0.00107 mm2
  – Routability cong.: 0.826
  – I/O Buffers: 17

Hold path
  – Hold WC Path Type: reg -> reg
## cell usage after synthesis (all sizes together) (4+ instances only)
library cell and n:
inv 11, dfrtp 10, ha 10, mux2 9, a21oi 5, nand2 5
nor2 4
## power by group through the flow
stage	clock network [W]	logic, W	registers [W]
CTS	0.000200	0.000105	0.000204
global route	0.000206	0.000118	0.000206
finish	0.000191	0.000105	0.000204
## kinds of logic after synthesis
family          count (synthesis)  synth area share
buf+inv                        13            0.0760
fa+ha+maj                      10             0.158
simple gates                   18             0.133
flops                          11             0.354
compound gates                 14             0.117
mux                             9             0.161
## path summary, 6_finish.rpt
kind,slack (ps),to,startpoint,cells after the start
worst max-delay path,100,Drive,Position[7],6
worst min-delay path,490,Last_P[0]$_DFFE_PP0N_,Last_P[0]$_DFFE_PP0N_,2
worst max register to register,710,Last_P[8]$_DFFE_PP0N_,Last_P[9]$_DFFE_PP0N_,6
worst min register to register,490,Last_P[0]$_DFFE_PP0N_,Last_P[0]$_DFFE_PP0N_,2
max in group asynchronous,1540,Last_P[1]$_DFFE_PP0N_,reset,2
min in group asynchronous,560,Last_P[8]$_DFFE_PP0N_,reset,2
## worst register-to-register path: stages, from the launching register on
cell and delay (ps):
dfrtp_1 340, inv_1 40, ha_1 310, nand4_2 160
nor3_4 190, buf_4 190, mux2_2 340
## per-stage QoR
step,instances,setup slack (ps),hold WS (ps)
6_report,153,95.5,493
5_1_grt,153,7.10,518
4_1_cts,153,0.255,496
3_5_place_dp,147,-151,483
3_3_place_gp,147,-132,471
2_1_floorplan,75,639,320
## registers in the layout, indices dropped and copies added (netlist names)
register   flops
Last_P        10
Direction      1
## layer usage
layer | wire [um] | GRT usage
met4 | 0 | 0.00154
met3 | 111 | 0.0226
met2 | 787 | 0.0824
met1 | 831 | 0.0678
met5 | 0 | 0
## cell usage in the layout, fill, tap and decap left out
cell type	count
a21oi_1	5
a311oi_1	2
buf_4	11
clkbuf_1	1
clkbuf_8	3
clkdlybuf4s50_1	7
dfrtp_1	10
dlygate4sd2_1	8
dlymetal6s2s_1	2
edfxtp_1	1
ha_1	10
inv_1	11
mux2_2	2
mux2_4	7
nand2_1	5
nand3_1	2
nand4_1	1
nand4_2	1
nand4b_1	1
nor2_1	4
nor2b_1	2
nor3_2	1
nor3_4	1
o2111ai_2	1
o211ai_1	1
o21ai_0	2
o21bai_1	1
o2bb2ai_1	1
o31ai_1	1
## layout make-up
class / instances / area share
timing repair buffer: 28 / 0.218
multi-input combinational: 51 / 0.406
inverter: 11 / 0.0363
sequential: 11 / 0.247
clock buffer: 4 / 0.0396
tap: 48 / 0.0529
## timing repair
item / in CTS / in global routing
buffers inserted: 2 / 0
pin swaps: 3 / 1
gates resized: 9 / 3
endpoints found under the setup margin: 2 / 2
Power and IR drop assume default switching activity.
