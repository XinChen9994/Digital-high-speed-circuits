`config.mk`:
```
export PLATFORM = sky130hd
export DESIGN_NAME = PWM_Receiver
export DESIGN_NICKNAME = PWM_Receiver
export VERILOG_FILES = /design/flow/design.v
export SDC_FILE = /design/flow/constraint.sdc
export NUM_CORES = 4
export LEC_CHECK = 1
export CORE_AREA = 10 10 103 103
export DIE_AREA = 0 0 113 113
```
`constraint.sdc`:
```
current_design PWM_Receiver

set clk_period 4.9
set clk_io_pct 0.2

create_clock -name clk0 -period $clk_period [get_ports {clk}]

set non_clock_inputs [all_inputs -no_clocks]
set_input_delay [expr $clk_period * $clk_io_pct] -clock clk0 $non_clock_inputs
set_output_delay [expr $clk_period * $clk_io_pct] -clock clk0 [all_outputs]
```
`design.v`:
```
module PWM_Receiver(
input reset,
input clk,
input pwm,
output[9:0] Position
    );
    reg [9:0] Current_counter;
    reg [9:0] Next_counter;
    reg [9:0] counter;
      reg [9:0] Current_P;
      reg [9:0] Next_P;
       reg [9:0] P;
    reg Current_state;
    reg  Next_state;
      parameter Wait_read = 1'b0;
      parameter Read = 1'b1;
  reg[10:0] Current_zero_dec;
      reg[10:0] Next_zero_dec;
     always@(posedge clk or posedge reset)begin
        if(reset) begin
           Current_counter<= 10'd0;
            Current_P <= 10'd0;
            Current_state <= Wait_read;
            Current_zero_dec <= 0; 
          end
        else begin
            Current_P <= Next_P;
               Current_state <= Next_state;  
               Current_zero_dec <= Next_zero_dec ;
               Current_counter<= Next_counter; 
        end
        end
        always@ * begin
           Next_P =  Current_P;
           Next_state =  Current_state;  
           Next_zero_dec =  Current_zero_dec ;
           Next_counter =  Current_counter; 
         case(Current_state)
            Wait_read: begin
                Next_counter = 0; 
                if(pwm == 1) begin
                Next_state = Read;
                Next_counter = 1; 
			    Next_zero_dec = 0;
            end
            else if (Current_zero_dec == 1023) begin
                Next_zero_dec = 0;
                Next_state = Wait_read;
                Next_P = 0;
            end    
            else begin
                Next_state = Wait_read;
		    Next_zero_dec = Next_zero_dec + 11'd1; 
            end    
        end
            Read: begin
                 if(pwm == 0) begin            
                 Next_state = Wait_read;
					Next_P = Next_counter;
              end
                else if (Current_counter == 1023) begin
                Next_state = Wait_read;
                Next_P = Next_counter;
                end
                 else begin
                 Next_state = Read;
			    Next_counter = Next_counter + 10'd1;
              end
           end 
        endcase
     end   
     assign Position =  Current_P;
endmodule
```
`run.sh`:
```
#!/bin/bash
# OpenROAD 26Q1-2900-gdf79404cd8, Yosys 0.63+post, stock flow scripts
make -C /OpenROAD-flow-scripts/flow DESIGN_CONFIG=/design/flow/config.mk WORK_HOME=/design/flow/orfs finish
```
==> results_dict.tcl <==
# flow metrics
set metrics [dict create \
    status "completed" \
    whs_ns 0.512 \
    cts_buffers 5 \
    fmax_ghz 0.381 \
    p_sw_w 0.000126 \
    routed_wl_um 3260 \
    ys_cells 171 \
    die_w_um 113 \
    setup_viol 0 \
    r2r-end "Current_P[0]" \
    async_reset_ff_share_pct 100 \
    syn_avg_cell_area_sq_um 9.29 \
    drtPass1Iterations 4 \
    place_area_sq_um 1810 \
    grt_antenna_before_repair 0 \
    ys.flops 32 \
    combPwrFrac_pct 7.6 \
    cts.sink_count 32 \
    swShare_pct 22.1 \
    worst_ep_required_time_ns 5.10 \
    clkPwrFrac_pct 42.9 \
    utilization_pct 23.1 \
    worstSkewPairLatency_ns 0.28 \
    drv_slew 0 \
    wl_per_cell_um 11.3 \
    finalCritPeriodShare_pct 53.6 \
    fp_util_pct 19.1 \
    aoi_share_pct 17.7 \
    min_from "Current_counter[4]" \
    cap_violations 0 \
    die_h_um 113 \
    ioPinCount 13 \
    clockRootBuffer "clkbuf_8" \
    mux_area_share_pct 3.86 \
    final_area_sq_um 1920 \
    finalCriticalPeriod_ns 2.63 \
    min_to "Current_counter[4]" \
    edf_count 0 \
    grt_setup_unrepaired "false" \
    cts_hold_buf 0 \
    globalRouteTotalUtil_pct 4.99 \
    top_area_cell "dfrtp_1" \
    drive_above_1_share_pct 8.15 \
    synth-simple-area-share_pct 20.6 \
    vias 1256 \
    portBuffers 12 \
    post_synth_num_cell_types 35 \
    grt_pass1_wl_um 5590 \
    hold_viol_final 0 \
    vias_per_cell 4.35 \
    ff_type "dfrtp_1" \
    cts_setup_buffers 0 \
    drc 0 \
    critical_path_arrival_ns 2.83 \
    clk_pin_slew_ns 0.07 \
    postSynthSeqShare_pct 50.4 \
    grt_pass1_vias 1180 \
    ys_chip_area_sq_um 1590 \
    peakVddDrop_uv 148 \
    synthCells 171 \
    topCellsByArea "dfrtp_1, o21ai_0, nand2_1, nand3_1, mux2i_1" \
    skew_ns 0.00536 \
    area_growth_pct 20.9 \
    r2r_cells 5 \
    num_rows 33 \
    hold_class "flip-flop to flip-flop" \
    r2r_slack_ns 2.94 \
    path_max_fanout 13 \
    drtIter0Drc 65 \
    grt_overflow 0 \
    cp-end-kind "flip-flop" \
    clockBufferDepth 2 \
    die_area_sq_um 12800 \
    place_congestion 0.832 \
    worst_pin_slew_ns 0.649 \
    p_leak_nw 0.799 \
    synth-xor-area-share_pct 0.551 \
    internal-power_w 0.000444 \
    core_area_sq_um 8300 \
    netlist_area_sq_um 1590 \
    yosysTopAreaCellShare_pct 50.4 \
    htree_levels 2 \
    cts-resized-gates 0 \
    adder_share_pct 1.57 \
    grt_start_max_net_pins 36 \
    tns_ns 0 \
    max_slew_margin_pct 56.4 \
    path_class "input pin to flip-flop" \
    dpl.hpwl_um 2230 \
    critPathLaunchType "input pin" \
    top_cells_by_count "dfrtp_1, o21ai_0, nand2_1" \
    antennaDiodeCount 0 \
    synth_warnings 1 \
    netlist_logic_family_top "simple AND/OR/NAND/NOR gates" \
    powerDensity_nw_per_um2 297 \
    timing.rr.start "Current_counter[0]" \
    ant_nets 0 \
    cts_tree "done" \
    synthMostInstantiatedCell "dfrtp_1" \
    warning_count 25 \
    holdPathStages 1 \
    nFillCells 864 \
    seq_power_share_pct 49.5 \
]
## power by group through the flow
stage     combinational, W  sequential [W]  clock [W]
6_report         0.0000431        0.000282   0.000245
5_1_grt          0.0000499        0.000283   0.000264
4_1_cts          0.0000446        0.000282   0.000250
## how the worst max path moves through the flow
stage	startpoint	to	cells after the start
CTS	pwm	Current_zero_dec[4]	5
global route	pwm	Current_zero_dec[9]	5
finish	pwm	Current_zero_dec[4]	5
## state kept, by name, indices dropped and copies added, names as in the netlist
signal            cells
Current_zero_dec     11
Current_counter      10
Current_state         1
Current_P            10
## cell type report
| class | instances | area, sq um | area share [%] |
|---|---|---|---|
| Timing Repair Buffer | 15 | 143 | 7.43 |
| Inverter | 9 | 33.8 | 1.76 |
| Clock buffer | 6 | 72.6 | 3.78 |
| Tap cell | 105 | 131 | 6.84 |
| Multi-Input combinational cell | 120 | 704 | 36.7 |
| Clock inverter | 2 | 35.0 | 1.82 |
| Sequential cell | 32 | 801 | 41.7 |
## worst max-delay path: stages
cell             delay, ns
clkdlybuf4s50_1       0.65
or2_2                 0.42
a31oi_1               0.48
nand3_1               0.13
o21ai_0               0.17
## cells by family after synthesis
group                    Yosys count
buffers and inverters             19
AND-OR/OR-AND                     47
flip-flops                        32
adder cells (fa/ha/maj)            2
multiplexers                       6
AND/OR/NAND/NOR                   64
XOR/XNOR                           1
## metrics by stage
step	worst slack (ns)	cells	power, W
after floorplan	2.98	171	0.000313
after global placement	2.07	281	0.000330
after detailed placement	2.02	281	0.000331
after CTS	2.30	289	0.000576
after global routing	2.16	289	0.000597
final	2.27	289	0.000570
## layer usage
metal,global-route usage (%),share of wire [%],vias up
li1,-,-,632
met1,7.26,50,602
met2,7.14,43,18
met3,1.39,4.1,4
met4,1.27,2.6,0
met5,0,0,-
## layout by cell type (no fill, tap or decap)
cell type,n
or2_2,1
nand4_1,6
nand4_2,1
clkinv_2,1
bufinv_16,1
nand2_1,21
and3_1,3
buf_4,3
a21oi_4,1
inv_1,9
clkbuf_1,1
ha_1,2
nor2_1,7
o21ai_0,26
nor3_1,1
nand3_1,13
a41o_1,1
and2_1,3
nand4b_1,1
a311oi_1,1
xnor2_1,1
and4b_1,1
a31oi_1,4
a31o_2,1
a22o_1,2
a21boi_0,1
nand2b_1,1
and4_1,1
mux2i_1,5
o31ai_1,2
nor2b_1,1
dfrtp_1,32
or3_1,3
mux2_2,1
clkdlybuf4s50_1,12
clkbuf_8,5
o211ai_1,1
a21oi_1,7
Power is estimated from default activity; no workload was simulated.
